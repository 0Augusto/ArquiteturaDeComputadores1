### flow/design.v
module moore_1101 (y, x, clk, reset);
output y;
input x;
input clk;
input reset;
reg y;
parameter     
start = 3'b000,
id1   = 3'b001,
id11  = 3'b011,
id110 = 3'b010,
id1101= 3'b110;  
reg[2:0] E1; 
reg[2:0] E2; 
always @(x or E1)
begin
  case (E1)
  start:
    if (x)
      E2 = id1;
      else
      E2 = start;
  id1:
    if (x)
      E2 = id11;
    else
      E2 = start;
  id11:
    if(x)
      E2 = id11;
    else
      E2 = id110;
  id110:
    if (x)
      E2 = id1101;
    else
      E2 = start;
  id1101:
    if (x)
      E2 = id11;
    else
      E2 = start;
  default:  
    E2 = 3'bxxx;
  endcase
end  
always @ ( posedge clk or negedge reset )
  begin
  if (reset)
    E1=E2;  
  else
    E1=0;  
  end  
always @ (E1)
  begin
  y=E1[2];  
end  
endmodule  
### flow/run.sh
#!/bin/bash
# OpenROAD 26Q1-2900-gdf79404cd8, Yosys 0.63+post, stock flow scripts
make -C /OpenROAD-flow-scripts/flow DESIGN_CONFIG=/design/flow/config.mk WORK_HOME=/design/flow/orfs finish
### flow/config.mk
export PLATFORM = sky130hd
export DESIGN_NAME = moore_1101
export DESIGN_NICKNAME = moore_1101
export VERILOG_FILES = /design/flow/design.v
export SDC_FILE = /design/flow/constraint.sdc
export NUM_CORES = 4
export LEC_CHECK = 1
export CORE_AREA = 10 10 70 70
export DIE_AREA = 0 0 80 80
### flow/constraint.sdc
current_design moore_1101

set clk_period 1.0
set clk_io_pct 0.2

create_clock -name clk0 -period $clk_period [get_ports {clk}]

set non_clock_inputs [all_inputs -no_clocks]
set_input_delay [expr $clk_period * $clk_io_pct] -clock clk0 $non_clock_inputs
set_output_delay [expr $clk_period * $clk_io_pct] -clock clk0 [all_outputs]
==> flow_metrics.tcl <==
# yosys + openroad results
set metrics [dict create \
    hold_viol 0 \
    synth_warnings 1 \
    ys.flops 3 \
    required_ps 1120 \
    combPwrFrac_pct 10.5 \
    grt_pass1_vias 103 \
    synthCells 10 \
    wl_per_cell_um 4.328 \
    area_growth_pct 102.2 \
    gr-total-overflow 0 \
    core_region_area_mm2 0.003416 \
    rsz0062_at_grt "false" \
    ys_seq_share_pct 65.93 \
    cts-buffers-inserted 3 \
    port_buffers 3 \
    cp_max_fo 3 \
    drive_above_1_share_pct 27.78 \
    switchingPower_uw 88.99 \
    powerDensity_mw_per_mm2 1747 \
    die_x_um 80 \
    grt_antenna_before_repair 0 \
    cts_root_buf "clkbuf_4" \
    max_slew_margin_pct 90.61 \
    synth_cell_type_count 7 \
    reg2reg_depth 2 \
    p_total_uw 402.3 \
    synthTopCellsByArea "dfrtp_1 (66%), o31a_1 (7.7%), nand3b_1 (6.6%)" \
    path_clk_slew_ps 40 \
    antenna_left 0 \
    final_area_um2 230.2 \
    synth-main-ff-cell "dfrtp_1" \
    r2r-end "E1[0]" \
    status "finished, final reports clean" \
    p_int_uw 313.3 \
    avgSynthCellArea_um2 11.39 \
    grt_use_total_pct 1.043 \
    htreeDepth 1 \
    top_area_share_pct 65.93 \
    finalCriticalPeriod_ps 899.5 \
    maxSlewViolCount 0 \
    edf_count 0 \
    switching_share_pct 22.12 \
    p_seq_share_pct 36.9 \
    peakVddDrop_uv 230.9 \
    cts_sinks 3 \
    p_leak_uw 0.00008785 \
    worstSetupStartpointType "flip-flop" \
    rows 21 \
    cts_tree "built" \
    synth_stat.cells 10 \
    gp_congestion 0.6810 \
    clock_skew_ps 3.859 \
    placed_cell_area_um2 209.0 \
    critPathKind "reg2reg" \
    synth_chip_area_um2 113.9 \
    ios 4 \
    fmax_ghz 1.112 \
    ys_top_cells_by_count "dfrtp_1 (3), nor2_1 (2)" \
    vias_per_cell 1.500 \
    vias 96 \
    die_h_um 80 \
    drtPass1Iterations 1 \
    grt_max_degree 4 \
    worstSkewPairLatency_ps 230 \
    largest_register_ffs 3 \
    rr_startpoint "E1[2]" \
    finalSetupViolations 0 \
    drc 0 \
    post-route-util_pct 6.740 \
    drv_cap 0 \
    finalClockPeriodUsage_pct 89.95 \
    tightestPinTransition_ps 140.4 \
    diodes 0 \
    worstHoldPathType "in2async" \
    post-cts-setup-buffers 0 \
    fp_util_pct 3.333 \
    dieArea_mm2 0.006400 \
    dp_hpwl_um 210.9 \
    critPathArrivalTime_ps 1010 \
    clkPwrFrac_pct 52.6 \
    grt_pass1_wl_um 441 \
    netlist_area_um2 113.9 \
    largest_area_cell "dfrtp_1" \
    endpoint_kind "flip-flop" \
    wl_um 277 \
    openroad.warnings 25 \
    synthArstFlopShare_pct 100.0 \
    synth_dominant_cell_count "dfrtp_1" \
    cts_max_path_buffers 2 \
    reg2reg_setup_slack_ps 100 \
    drtIter0Drc 0 \
]
how the worst max path moves through the flow:
stage,endpoint,slack [ps],start,depth (start not counted)
CTS,y,7,E1[2],1
global route,y,70,E1[2],1
finish,E1[0],100,E1[2],2
worst max-delay path, stage by stage (launching register included):
cell	delay, ps
dfrtp_1	360
buf_4	140
o31a_1	280
logic make-up after synthesis:
| family | after synthesis | share of synthesized area (%) |
|---|---|---|
| simple gates | 4 | 18.69 |
| flops | 3 | 65.93 |
| compound gates | 2 | 12.09 |
| buf+inv | 1 | 3.294 |
placed cells by master, fill, tap and decap left out:
| master | netlist | layout |
|---|---|---|
| dfrtp_1 | 3 | 3 |
| clkbuf_4 | 0 | 3 |
| nor2_1 | 2 | 2 |
| clkdlybuf4s50_1 | 0 | 2 |
| nand2b_1 | 1 | 1 |
| nand3b_1 | 1 | 1 |
| o21ai_1 | 1 | 1 |
| inv_1 | 1 | 1 |
| o31a_1 | 1 | 1 |
| clkbuf_1 | 0 | 1 |
| clkbuf_2 | 0 | 1 |
| buf_4 | 0 | 1 |
cell type report:
| type | instances | area [um^2] |
|---|---|---|
| multi-input combinational | 6 | 35.03 |
| tap | 46 | 57.56 |
| fill | 408 | 3186 |
| timing repair buffer | 4 | 32.53 |
| sequential | 3 | 75.07 |
| inverter | 1 | 3.754 |
| clock buffer | 4 | 26.28 |
power by group through the flow:
stage	logic (uW)	registers [uW]	clock network (uW)
finish	42.3	149	211
global route	48.3	151	231
CTS	45.6	148	224
routing by layer:
layer	wire length [um]	GRT usage, %	up-vias
met2	94	0.8026	7
li1	-	-	48
met3	61	1.818	2
met5	0	0	-
met4	8	0.7042	0
met1	114	0.9987	39
stage by stage:
stage	TNS [ps]	hold WS [ps]	std cells	worst slack (ps)
5_1_grt	0	146.5	64	65.92
3_3_place_gp	0	388.5	60	18.23
2_1_floorplan	0	-95.59	10	238.4
6_report	0	148.8	64	100.5
4_1_cts	0	142.2	64	7.051
3_5_place_dp	-0.7049	392.9	60	-0.7049
what timing repair did:
item	in CTS	in global routing
setup endpoints to repair	1	1
pin swaps	0	0
resized	2	1
hold buffers	0	0
No activity file was given, so power comes from the tool's default toggle rates.
