`config.mk`:
```
export PLATFORM = sky130hd
export DESIGN_NAME = mealy_1101
export DESIGN_NICKNAME = mealy_1101
export VERILOG_FILES = /design/flow/design.v
export SDC_FILE = /design/flow/constraint.sdc
export NUM_CORES = 4
export LEC_CHECK = 1
export CORE_AREA = 10 10 70 70
export DIE_AREA = 0 0 80 80
```
`constraint.sdc`:
```
current_design mealy_1101

set clk_period 1.1
set clk_io_pct 0.2

create_clock -name clk0 -period $clk_period [get_ports {clk}]

set non_clock_inputs [all_inputs -no_clocks]
set_input_delay [expr $clk_period * $clk_io_pct] -clock clk0 $non_clock_inputs
set_output_delay [expr $clk_period * $clk_io_pct] -clock clk0 [all_outputs]
```
`design.v`:
```
module mealy_1101 (y, x, clk, reset);
output y;
input x;
input clk;
input reset;
reg y;
parameter     
start = 2'b00,
id1   = 2'b01,
id11  = 2'b11,
id110 = 2'b10;
reg[1:0] E1; 
reg[1:0] E2; 
always @(x or E1)
begin
  y=0;
  case (E1)
  start:
    if (x)
      E2 = id1;
      else
      E2 = start;
  id1:
    if (x)
      E2 = id11;
    else
      E2 = start;
  id11:
    if(x)
      E2 = id11;
    else
      E2 = id110;
  id110:
    if (x)
      begin
      E2 = id1;
      y = 1;
      end
    else
      begin
        E2 = start;
        y = 0;
      end
  default:  
    E2 = 2'bxx;
  endcase
end  
always @ ( posedge clk or negedge reset )
  begin
  if (reset)
    E1=E2;  
  else
    E1=0;  
  end  
endmodule  
```
`run.sh`:
```
#!/bin/bash
# OpenROAD 26Q1-2900-gdf79404cd8, Yosys 0.63+post, stock flow scripts
make -C /OpenROAD-flow-scripts/flow DESIGN_CONFIG=/design/flow/config.mk WORK_HOME=/design/flow/orfs finish
```
==> flow_summary.yaml <==
# synthesis and place-and-route metrics
clock_network:
  cts_sinks: 4
  insertion_delay_ns: 0.24
  cts_buffer_depth: 2
  cts.htree.levels: 1
  cts_tree: "done"
  cts_buffers: 3
  cts_root_buffer: "clkbuf_4"
  clkTransAtPathRegs_ns: 0.04
synthesis:
  synth-seq-cells: 4
  top_cell_area_share_pct: 54.55
  ys_seq_share_pct: 73.64
  ys_cells: 10
  syn_inst: 10
  yosysWarnings: 1
  avgSynthCellArea_um2: 13.76
  synth_area_leader_cell: "dfrtp_1"
  synth.area.top_cells: "dfrtp_1, dfstp_2, o21a_1"
  ys_area_um2: 137.6
  syn_area_um2: 137.6
  ys_types: 7
layout:
  largest_reg_flops: 4
  fill_cells: 411
  layout-drive-gt1-share_pct: 40.00
  fin_cells: 66
  lay_top_cells: "dfrtp_1, clkbuf_4, buf_4"
  fin_util_pct: 7.839
  synthToLayoutAreaGrowth_pct: 94.55
routing:
  firstDrtPassIters: 1
  drcViolationCount: 0
  routed_wl_um: 360
  antennaDiodeCount: 0
  vias: 121
  postRouteAntennaNets: 0
  drt_iter0_drc: 0
  routed_via_density: 1.833
  wl_per_cell_um: 5.455
final_timing:
  rsz0062_at_grt: "true"
  max_freq_ghz: 0.9435
  setup_violations: 0
  finClkSkew_ns: 0.01080
  fin_crit_sh_pct: 96.36
  period_needed_ns: 1.060
  worst_pin_slew_ns: 0.1824
  setup_slack_ns: 0.04007
  relSlewSlack_pct: 87.80
  slew_viol_final: 0
  hold_violations: 0
  fin_tns_setup_ns: 0
placement:
  dpl.cell_count: 61
  pre_cts_slack_ns: -0.3912
  portBuffers: 3
  gp_congestion: 0.7214
pwr:
  ir_drop_mv: 0.1798
  power_density_mw_per_mm2: 1511
  power_leakage_nw: 0.1107
  finalPower_mw: 0.4047
die:
  fp_util_pct: 4.029
  io_pins: 4
  die_area_mm2: 0.006400
  die_h_um: 80
  die_w_um: 80
  core_region_area_mm2: 0.003416
  placementRows: 21
global_route:
  grt_start_max_net_pins: 5
  antenna_found_initial: 0
  grt_overflow: 0
  grt_use_total_pct: 1.369
  grt_first_pass_wirelength_um: 627
  grt_pass1_vias: 151
setup_path:
  worstPathArrival_ns: 0.84
  r2r_start: "E1[1]$_DFF_PN0_"
  cp-end-kind: "output pin"
  timing.critical_path.from: "E1[1]$_DFF_PN0_"
  worst-path-max-fanout: 2
  worst_setup_path_start_kind: "register"
  setup.worst_path.class: "reg -> out"
  required_ns: 0.88
hold_path:
  hold_class: "in -> async"
run:
  cap_violations: 0
  warning_count: 26
status:
  outcome: "finished clean"
==> metal layers <==
| layer | global-route usage, % | share of wire [%] |
|---|---|---|
| met3 | 2.500 | 28 |
| met1 | 1.003 | 34 |
| met5 | 0 | 0 |
| met2 | 1.525 | 34 |
| met4 | 0.5282 | 3.3 |
==> cell type report <==
class | count | area [µm²] | share of cell area, %
tap | 46 | 57.56 | 21.50
sequential | 4 | 101.3 | 37.85
multi-input combinational | 6 | 36.28 | 13.55
timing repair buffer | 6 | 46.29 | 17.29
clock buffer | 4 | 26.28 | 9.813
==> worst paths after layout <==
path                       slack [ns]  cells past startpoint              end
max in group asynchronous        0.67                      1  E1[0]$_DFF_PN1_
min reg2reg                      0.48                      1  E1[3]$_DFF_PN0_
max                              0.04                      2                y
max reg2reg                      0.18                      4  E1[0]$_DFF_PN1_
min in group clk0                0.38                      3  E1[0]$_DFF_PN1_
min                              0.18                      1  E1[1]$_DFF_PN0_
==> worst max-delay path: stages (launching register included) <==
cell and delay [ns]:
dfrtp_1 0.36, and2_1 0.13, buf_2 0.10
==> cells by family (layout without fill, tap and decap cells) <==
group / after synthesis / in the layout / share of synthesized area, %
flip-flops: 4 / 4 / 73.64
AND/OR/NAND/NOR: 4 / 4 / 15.45
AND-OR/OR-AND: 2 / 2 / 10.91
buffers and inverters: 0 / 10 / 0
==> per-stage QoR <==
step | hold WS [ns] | cell area (µm²)
6_report | 0.1767 | 267.8
5_1_grt | 0.1828 | 267.8
4_1_cts | 0.1770 | 267.8
3_5_place_dp | 0.4384 | 240.2
3_3_place_gp | 0.4266 | 240.2
2_1_floorplan | -0.07559 | 137.6
==> synthesized netlist by cell type <==
cell type  instances
and2_1             1
dfrtp_1            3
dfstp_2            1
nor2_1             1
nor2b_1            1
nor3_1             1
o21a_1             2
==> power breakdown <==
| part | switching, mW | leakage [nW] | internal [mW] |
|---|---|---|---|
| Combinational | 0.0122 | 0.0439 | 0.0200 |
| Clock | 0.0667 | 0.0150 | 0.136 |
| Sequential | 0.00653 | 0.0518 | 0.163 |
| Total | 0.0854 | 0.111 | 0.319 |
==> what timing repair did <==
action | CTS | global route
buffers inserted | 1 | 0
pin swaps | 1 | 0
hold buffers | 0 | 0
endpoints found under the setup margin | 1 | 1
gates resized | 4 | 0
Power figures rest on the tool's default switching activity, not on a simulated workload.
